==> flow/design.v <==
`timescale 1ns / 1ps
module axi_stream_insert_header #(
    parameter DATA_WD       = 32                    ,
    parameter DATA_BYTE_WD  = DATA_WD / 8           ,
    parameter BYTE_CNT_WD   = 2
) (
    input                       clk             ,
    input                       rst_n           ,
    input                       valid_in        ,
    input [DATA_WD-1 : 0]       data_in         ,
    input [DATA_BYTE_WD-1 : 0]  keep_in         ,
    input                       last_in         ,
    output                      ready_in        ,
    output reg                       valid_out       ,
    output reg  [DATA_WD-1 : 0]      data_out        ,
    output reg  [DATA_BYTE_WD-1 : 0] keep_out        ,
    output                           last_out        ,
    input                            ready_out       ,
    input                         valid_insert    ,
    input   [DATA_WD-1 : 0]       data_insert     ,
    input   [DATA_BYTE_WD-1 : 0]  keep_insert     ,
    input   [BYTE_CNT_WD : 0]     byte_insert_cnt ,
    output                        ready_insert      
);
wire                        handshake           ;
wire                        handshake_in        ;
wire                        handshake_insert    ;
reg [DATA_WD-1 : 0]         shift_data          ;
reg [DATA_BYTE_WD-1 : 0]    shift_keep          ;
reg [DATA_BYTE_WD-1 : 0]    header_width        ;
reg                         header_insert_flag  ;
reg [DATA_BYTE_WD : 0]      keep_out_ext        ;
reg                         check_last          ;                      
assign ready_in = ready_out;
assign ready_insert = ready_out;
assign handshake_in = ready_out & valid_in;
assign handshake_insert = ready_out & valid_insert;
assign handshake = handshake_in & handshake_insert;
assign last_out = ~keep_out_ext[0];
always @(posedge clk)  begin
    if(~rst_n)  begin
        valid_out <= 0;
        data_out <= 0;
        keep_out <= 0;
        header_insert_flag <= 0;
        keep_out_ext <= 1;
        check_last <= 0;
    end
    else    begin
        if(handshake)   begin
            valid_out <= 1;
            if(~header_insert_flag) begin
                header_insert_flag <= header_insert_flag + 1;
                data_out <= (data_insert << (DATA_BYTE_WD - byte_insert_cnt)*8) + 
                    (data_in >> byte_insert_cnt*8);
                shift_data <= data_in;
                keep_out <= (keep_insert << (DATA_BYTE_WD - byte_insert_cnt)) + 
                    (keep_in >> byte_insert_cnt);
                shift_keep <= keep_in;
            end
            else    begin
                if(~last_in)    begin
                    header_insert_flag <= header_insert_flag;
                    data_out <= (shift_data << (DATA_BYTE_WD - byte_insert_cnt)*8) + 
                        (data_in >> byte_insert_cnt*8);
                    shift_data <= data_in;
                    keep_out <= (shift_keep << (DATA_BYTE_WD - byte_insert_cnt)) + 
                        (keep_in >> byte_insert_cnt);
                    shift_keep <= keep_in;
                    keep_out_ext <= keep_out_ext;
                end
                else    begin
                    header_insert_flag <= header_insert_flag;
                    keep_out_ext <= keep_in >> (byte_insert_cnt-1);
                    check_last <= 1;
                    data_out <= (shift_data << (DATA_BYTE_WD - byte_insert_cnt)*8) + 
                        (data_in >> byte_insert_cnt*8);
                    shift_data <= data_in;
                    keep_out <= (shift_keep << (DATA_BYTE_WD - byte_insert_cnt)) + 
                        (keep_in >> byte_insert_cnt);
                    shift_keep <= keep_in;
                end
            end
        end
        else    begin
            if(check_last)  begin
                if(keep_out_ext[0]) begin
                    valid_out <= 1;
                    check_last <= 0;
                    data_out <= shift_data << (DATA_BYTE_WD - byte_insert_cnt)*8;
                    keep_out <= shift_keep << (DATA_BYTE_WD - byte_insert_cnt);
                    keep_out_ext <= 0;
                end
                else    begin
                    check_last <= 0;
                    valid_out <= 0;
                    keep_out_ext <= 1;
                end
            end
            else    begin
                valid_out <= 0;
                keep_out_ext <= 1;
            end
        end
    end
end
endmodule
==> flow/run.sh <==
#!/bin/bash
# OpenROAD 26Q1-2900-gdf79404cd8, Yosys 0.63+post, stock flow scripts
make -C /OpenROAD-flow-scripts/flow DESIGN_CONFIG=/design/flow/config.mk WORK_HOME=/design/flow/orfs finish
==> flow/config.mk <==
export PLATFORM = sky130hd
export DESIGN_NAME = axi_stream_insert_header
export DESIGN_NICKNAME = axi_stream_insert_header
export VERILOG_FILES = /design/flow/design.v
export SDC_FILE = /design/flow/constraint.sdc
export NUM_CORES = 4
export LEC_CHECK = 1
export CORE_UTILIZATION = 40
==> flow/constraint.sdc <==
current_design axi_stream_insert_header

set clk_period 3.0
set clk_io_pct 0.2

create_clock -name clk0 -period $clk_period [get_ports {clk}]

set non_clock_inputs [all_inputs -no_clocks]
set_input_delay [expr $clk_period * $clk_io_pct] -clock clk0 $non_clock_inputs
set_output_delay [expr $clk_period * $clk_io_pct] -clock clk0 [all_outputs]
==> impl_metrics.ini <==
; synthesis and place-and-route metrics
[run_status]
status = complete, but fails checks
violations = setup timing

[detailed_routing]
drc = 0
antenna_cells = 0
wirelength_mm = 27.6
first_pass_iters = 5
viasPerCell = 5.51
final_antenna_net_count = 0
drt_iter0_drc = 495
route.detailed.wl_per_inst_um = 19.9
vias = 7640

[critical_path]
crit_cells = 17
path_common_cell = buf_6
crit_chain = and4b_2, buf_6, buf_6, buf_8, nand2_4, a21oi_4, and2_4, ha_4, a211o_4, o211ai_4, a2111oi_4, or3_4, a31o_4, a21o_1, a21oi_2, xor2_1, o32ai_1
crit_path_max_fanout = 4
slowest_stage = or3_4
startpoint_type = flip-flop
critPathMaxStageDelay_ps = 410
rr_worst_depth = 17
cp_num_buf_inv = 3
cp_top_family = AND-OR/OR-AND gates
endpoint_kind = flip-flop
cp.required_ps = 3210
cp.arrival_ps = 3780
path_class = reg -> reg

[global_routing]
overflow = 0
grt_usage = 0.357
grt_pass1_wl_mm = 42.4
antenna_found_initial = 0
grt_max_degree = 38
first_global_vias = 7772

[synthesis]
netlist_area_um2 = 6360
yosysUniqueCellTypes = 74
aoi_share = 0.246
synth-seq-cells = 76
synth_top_flop_cell = dfxtp_1
ys_cells = 776
ys_seq_share = 0.296
yosys.area.top_type = edfxtp_1
top_area_frac = 0.170
adder_share = 0.0751
ys_chip_area_um2 = 6360
ys_sh_mux = 0.0835
edf_count = 36
yosysWarnings = 1
yosys-top-cells-area = edfxtp_1 (17%), dfxtp_1 (13%), mux2i_1 (8.2%), ha_1 (6.9%), nand2_1 (6.5%)
syn_inst = 776
xor_area_frac = 0.0399
syn_avg_cell_area_um2 = 8.20
logic_family = AND-OR/OR-AND gates
async_flop_share = 0
synth.cellmix.simpleShare = 0.214

[floorplanning]
fp_util = 0.414
core_area_um2 = 15400
die_area_um2 = 16400
die_height_um = 128
die_w_um = 128
ios = 121
rows = 45

[final_timing]
worst_slew_pin_slew_ps = 848
period_used_share = 1.19
setup_slack_ps = -562
grt_setup_unrepaired = yes
skew_ps = 7.04
tns_ps = -10520
layout_min_cycle_time_ps = 3560
max_slew_margin = 0.435
hold_violations = 0
clock.fmax_ghz = 0.281
setup_viol = 27
slew_violations = 0

[hold_path]
whs_path_depth = 2
hold_path_class = reg -> reg

[clock_network]
cts_hold_buffers = 0
path_clk_slew_ps = 60
cts_sinks = 76
clk-insertion-delay-late_ps = 350
htreeDepth = 3
cts-root-buf = clkbuf_16
clock_path_buffers = 2
cts-buffers-inserted = 9
cts_tree = built

[place]
placed_area_um2 = 9730
place_ws_ps = -1530
place_congestion = 0.974
hpwlAfterDp_mm = 21.0
numPortBuffers = 120

[layout]
syn_to_final_growth_pct = 79.2
drive_above_1_share = 0.432
final_core_util = 0.742
n_fill_cell = 1060
stdcell_area_um2 = 11400

[run]
max_cap_viol_count = 0
warnings = 28

[power_and_ir_drop]
powerDensity_nw_per_um2 = 310
power.leakage_nw = 4.97
ir_worst_vdd_uv = 274
state kept, by name (all words and copies together), names as in the netlist:
name	flops
data_out	32
shift_data	32
keep_out	4
shift_keep	4
check_last	1
header_insert_flag	1
keep_out_ext	1
valid_out	1
metal layers:
layer	track usage	wire, um	up-vias
li1	-	-	3641
met1	0.497	12100	3660
met2	0.577	13000	269
met3	0.0523	1270	70
met4	0.133	1230	0
met5	0	0	-
where the power goes:
group / internal [mW] / switching [mW] / total, mW
combinational: 0.717 / 0.644 / 1.36
sequential: 1.12 / 0.0176 / 1.14
clock: 0.581 / 0.454 / 1.03
total: 2.42 / 1.12 / 3.54
cell usage in the layout, fill, tap and decap left out, drive strengths merged, types with 4 or more instances in the layout:
master,n
dfxtp,40
a22oi,5
mux2i,52
a21oi,68
nand2,110
a211o,5
xnor2,17
a211oi,33
or3,4
o31ai,6
o21a,5
o21ai,34
ha,35
and2,13
buf,317
nand3,22
inv,9
o22ai,13
nor2,91
clkdlybuf4s50,110
xor2,12
nor2b,12
a31oi,7
clkinv,5
clkbuf,10
dlygate4sd2,5
nand2b,4
o211ai,4
edfxtp,36
nor3,8
o32ai,4
a21o,20
and3,20
layout make-up:
type                       count  area (um^2)  share of cell area
clock inverter                 6         38.8             0.00340
sequential                    76         1880               0.165
timing repair buffer         432         3710               0.326
tap                          211          264              0.0231
inverter                       9         38.8             0.00340
clock buffer                  10          239              0.0209
multi-input combinational    643         5230               0.459
worst paths after layout:
kind / end / slack [ps] / startpoint
hold / removal: data_out[26] / 510 / data_out[26]
setup / recovery: data_out[21] / -560 / header_insert_flag
hold reg to reg: data_out[26] / 510 / data_out[26]
setup reg to reg: data_out[21] / -560 / header_insert_flag
synth_stat cells (all sizes together), types with 4 or more instances:
library cell  count
a22oi             5
and3             20
xnor2            17
o21ai            34
o32ai             4
and2             13
o22ai            13
dfxtp            40
o211ai            4
nand2           110
buf              19
a21oi            68
o21a              5
xor2             12
nor2             91
inv               8
edfxtp           36
a21o             20
o31ai             6
a211oi           33
nor3              8
ha               35
clkbuf           29
mux2i            52
nand3            22
nand2b            4
nor2b            12
a31oi             7
a211o             5
or3               4
stage by stage:
| step | total power, mW | hold slack [ps] | std cells |
|---|---|---|---|
| 2_1_floorplan | 1.65 | 451 | 776 |
| 3_3_place_gp | 2.26 | 479 | 1318 |
| 3_5_place_dp | 2.27 | 498 | 1318 |
| 4_1_cts | 3.46 | 513 | 1378 |
| 5_1_grt | 3.68 | 553 | 1387 |
| 6_report | 3.54 | 508 | 1387 |
timing repair:
item                       4_1_cts  5_1_grt
resized                        170       72
cloned                           1        0
pin swaps                       83       69
setup endpoints to repair       32       29
setup buffers                   52       15
tightest hold or removal path, cell delays in order (launching register included):
cell and delay, ps:
dfxtp_1 310, nor2_1 100, o31ai_1 60
logic make-up after synthesis:
| family | count (synthesis) |
|---|---|
| xor+xnor | 29 |
| simple gates | 297 |
| buf+inv | 57 |
| mux | 53 |
| compound gates | 227 |
| fa+ha+maj | 37 |
| flops | 76 |
Power is estimated from default activity; no workload was simulated.
